==> ./run.sh <==
#!/bin/bash
# OpenROAD 26Q1-2900-gdf79404cd8, Yosys 0.63+post, stock flow scripts
make -C /OpenROAD-flow-scripts/flow DESIGN_CONFIG=/design/flow/config.mk WORK_HOME=/design/flow/orfs finish
==> ./config.mk <==
export PLATFORM = sky130hd
export DESIGN_NAME = new_component
export DESIGN_NICKNAME = new_component
export VERILOG_FILES = /design/flow/design.v
export SDC_FILE = /design/flow/constraint.sdc
export NUM_CORES = 4
export LEC_CHECK = 1
export CORE_UTILIZATION = 40
==> ./constraint.sdc <==
current_design new_component

set clk_period 4.5
set clk_io_pct 0.2

create_clock -name clk0 -period $clk_period [get_ports {clock_sink_clk}]

set non_clock_inputs [all_inputs -no_clocks]
set_input_delay [expr $clk_period * $clk_io_pct] -clock clk0 $non_clock_inputs
set_output_delay [expr $clk_period * $clk_io_pct] -clock clk0 [all_outputs]
==> ./design.v <==
`timescale 1 ps / 1 ps
module new_component (
        input  wire        clock_sink_clk,          
        input  wire [7:0]  avalon_slave_address,    
        input  wire        avalon_slave_read,       
        output reg [31:0] avalon_slave_readdata,   
        input  wire        avalon_slave_write,      
        input  wire [31:0] avalon_slave_writedata,  
        input  wire        reset_sink_resetn        
    );
  reg [31:0] command_word, status_word, sig_inp, sig_outp ;
  localparam [7:0] ADDR_COMMAND_WORD = 1, ADDR_STATUS_WORD=2, 
             ADDR_INP_WORD=3 , ADDR_OUTP_WORD=4 ;
  localparam FLIP_BITS_CMD = 32'd1 ;
  always @(*) begin
    if ( avalon_slave_read ) begin 
      case ( avalon_slave_address )
        ADDR_STATUS_WORD : avalon_slave_readdata = status_word ;
        ADDR_OUTP_WORD : avalon_slave_readdata = sig_outp ;
        default : avalon_slave_readdata = 0 ;
      endcase
    end
  end
  reg command_start ;
  always  @( posedge clock_sink_clk ) begin
    if ( reset_sink_resetn==0 ) begin 
      command_word <= 0 ; command_start <= 0 ;
    end else begin
      if ( avalon_slave_write && (avalon_slave_address==ADDR_COMMAND_WORD) ) begin 
        command_word <= avalon_slave_writedata ;
        command_start <= 1 ;
      end  else begin command_start <= 0 ; end
    end
  end
  always  @( posedge clock_sink_clk ) begin
    if ( reset_sink_resetn==0 ) begin sig_inp <= 0 ;
    end else begin
      if ( avalon_slave_write && (avalon_slave_address==ADDR_INP_WORD) ) begin 
        sig_inp <= avalon_slave_writedata ;
      end 
    end
  end
  reg [1:0] state_flip_bits_cmd ;
  always  @( posedge clock_sink_clk ) begin
    if ( reset_sink_resetn==0 ) begin status_word <= 0 ;
    end else begin
      if ( avalon_slave_write && (avalon_slave_address==ADDR_STATUS_WORD) ) begin
        status_word <= 0 ;
      end else if ( command_word==FLIP_BITS_CMD && (state_flip_bits_cmd==3) ) begin 
        status_word <= 1 ;
      end
    end
  end
  always  @( posedge clock_sink_clk ) begin
    if ( reset_sink_resetn==0 ) begin sig_outp <= 32'h0 ; 
      state_flip_bits_cmd <= 0 ;
    end else begin
      if ( command_start==1 && (command_word==FLIP_BITS_CMD)) begin 
        state_flip_bits_cmd <= 1 ; 
      end else if ( state_flip_bits_cmd == 1 ) begin
        sig_outp[15:0] <= ~sig_inp[15:0] ;
        state_flip_bits_cmd <= 2 ; 
      end else if ( state_flip_bits_cmd == 2 ) begin
        sig_outp[31:16] <= ~sig_inp[31:16] ;
        state_flip_bits_cmd <= 3 ; 
      end 
    end
  end
endmodule
==> summary.txt <==
The following summarizes the physical implementation.

Outcome
The run finished with clean final reports.

Power
The leakage component of the power was reported as 0.00201 uW. The share of total power in the clock network is 43.2%. Switching power as a fraction of the total was reported as 23.7%. The part of the total power dissipated in combinational logic is 5.1%.

Sequential cells account for roughly half of the total power. The switching power is 414 uW. The maximum resistive drop on vdd is 0.162 mV. The internal power is 1330 uW. The power per cell area is ~280 mW/mm^2.

GRT
The all-layer global routing usage is 17.7%. The global route stage reports its total congestion overflow as 0. The largest net degree at the start of global routing is just over 90. The number of global-route vias before repair is roughly 3.4k. The initial antenna violation count is 0.

The first-pass GRT wire length is approximately 18000 um.

Die
The floorplan step set the die width to around 120 um. Measured along the y axis, the die boundary spans 115 um. The I/O pin count is 76. The area enclosed by the die boundary is 0.0133 mm^2. The report lists the number of standard-cell rows as about 40. The core utilization at floorplan is 41.8%. The total core area is around 0.012 mm^2.

CTS
The number of hold buffers added after CTS was 0. Clock tree synthesis inserted a total of 9 buffers. The H-tree depth reported by CTS is 3. The cell at the root of the clock tree is sky130_fd_sc_hd__clkbuf_16. The register clock-pin slew on the reported worst setup and hold paths is ~70 ps. TritonCTS built the clock tree. The count of cells resized by post-cts repair is 0. The maximum buffer depth of the clock tree is 2.

The number of setup buffers added after CTS is 0. The clock latency at the later pin of the worst-skew pair is about 340 ps.

Worst setup path
The worst setup path is of the in -> reg kind. The worst setup path is launched from an input pin. The maximum fanout count along the critical path is 34.

The critical path data required time is between 4000 and 5000 ps. The worst register-to-register path has a setup slack of around 2400 ps. The arrival time at the worst endpoint is between 3000 and 4000 ps. STA classifies the critical path endpoint as a flip-flop.

Drt
The vias per cell is between 5 and 6. The repair_antennas step left the layout with diodes totalling 0. Once iteration 0 of detailed routing completed, the report listed 242 DRC markers. In this run the remaining antenna-violating nets after routing total 0. For this block, the via count after detailed routing is 4197. Before antenna repair, the detailed router went through 4 iterations. The routed length per placed instance is approximately 14 um. The overall routed net length is 11100 um.

The DRC violation total left in the routed layout is recorded as 0.

STA
The total setup violations reported at the end of the flow is 0. The final critical-path required period is roughly 2800 ps. The actual transition at the worst max-transition pin is a little over 900 ps. between 60 and 70 endpoints have no timing constraint. The count of final hold-check violations is 0. For reference, the final report shows the max-slew violation count at 0. Setup repair after global routing left no endpoint under its margin.

The worst-case hold slack is 477 ps. The maximum clock rate is roughly 360 MHz. The share of the clock period used by the worst path is between 60% and 70%. The worst relative slew slack is 37.4%. For the final routed database, the setup TNS stands at 0 ps. The least setup slack across all paths after layout is 1750 ps. The setup skew after layout is roughly 11 ps. The number of register pins that no clock reaches is 32.

Synth
Among the non-sequential cells, simple AND/OR/NAND/NOR gates take the most area. After synthesis, the share of flip-flops with an asynchronous set or reset is 0%. Of the post-synthesis cell area, the part taken by muxes is roughly 6.4%.

The synthesized netlist devotes around 16% of its cell area to compound gates. For reference, full adder, half adder and majority cells occupy 0% of the area reported after synthesis. Yosys attributes the largest share of cell area to sky130_fd_sc_hd__dfxtp_1 39%, sky130_fd_sc_hd__dlxtp_1 9.4%, sky130_fd_sc_hd__nand2_1 9.3%, sky130_fd_sc_hd__o211ai_1 9.1%, sky130_fd_sc_hd__mux2i_1 6.4%. The synthesized design contains 0 enable-type register cells. Per the synth stats, the flop cell with the highest instance count is sky130_fd_sc_hd__dfxtp_1. In this run the cell area of the synthesized design comes to approximately 0.0051 mm^2. The synthesis report lists the Yosys warning total as 1. The cell-mix breakdown from Yosys lists the simple-gate area share as around 23%.

Of all cell types, the one taking the most synthesized area is sky130_fd_sc_hd__dfxtp_1. The area fraction of the largest cell type after synthesis is ~40%.

The XOR/XNOR share of the synthesized area is 0%. For this run, the chip area from Yosys synthesis comes to slightly above 0.005 mm^2. The cell total in the yosys stat output is between 600 and 700. The flop and latch count out of synthesis is 133. The tally of unique sky130hd cells used after synthesis is 34. The post-synthesis cell count is around 600. Dividing the synthesized area by the synthesized cell count gives roughly 8.5 um^2.

Placement
The placement stage leaves a total instance area of 0.00591 mm^2. The post-placement setup slack is roughly 1400 ps. The detailed-placement wirelength estimate is 7520 um.

As logged by OpenROAD, the buffers inserted on ports number 75. At the end of routability-driven placement, the weighted congestion stood at around 0.77.

Min path
The worst min-delay path class is reg -> reg.

Run
Across the run, the number of max-cap violations was 0. The count of warning messages emitted by the tools is 25.

Finish
The fraction of layout instances using a drive strength above 1 is under 10%. The final core utilization is around half. The cell area after layout is approximately 0.0062 mm^2. Relative to the synthesized area, the layout overhead comes to 21.2%.
-- cell families (layout without fill, tap and decap cells) --
group,count (synthesis),count (layout)
compound gates,134,134
buf+inv,58,104
flops,101,101
latches,32,32
mux,33,33
simple gates,248,248
-- per-layer routing --
metal | wire (um) | global-route usage, % | vias up
met5 | 0 | 0 | -
met4 | 105 | 1.73 | 0
met3 | 528 | 2.47 | 9
met2 | 4500 | 23.8 | 87
met1 | 5970 | 31.4 | 1900
li1 | - | - | 2201
-- layout make-up --
type                            instances  area [um^2]
Clock inverter                          7         70.1
Tap cell                              168          210
Clock buffer                            9          225
Multi-Input combinational cell        415         2360
Fill cell                            1172         6050
Timing Repair Buffer                   86          831
Sequential cell                       133         2500
Inverter                                2         7.51
-- placed cells by master (no fill, tap or decap), types with 2 or more instances in the layout --
cell / count
sky130_fd_sc_hd__o21ai_0: 65
sky130_fd_sc_hd__nor3b_2: 2
sky130_fd_sc_hd__and2_1: 32
sky130_fd_sc_hd__inv_6: 2
sky130_fd_sc_hd__nor2b_2: 2
sky130_fd_sc_hd__inv_1: 2
sky130_fd_sc_hd__clkinv_4: 2
sky130_fd_sc_hd__nand2_1: 127
sky130_fd_sc_hd__a21oi_1: 2
sky130_fd_sc_hd__mux2i_1: 33
sky130_fd_sc_hd__clkdlybuf4s50_1: 74
sky130_fd_sc_hd__o31ai_1: 2
sky130_fd_sc_hd__dfxtp_1: 101
sky130_fd_sc_hd__nand4_1: 2
sky130_fd_sc_hd__dlxtp_1: 32
sky130_fd_sc_hd__clkbuf_16: 9
sky130_fd_sc_hd__nand3_1: 64
sky130_fd_sc_hd__nor4_1: 7
sky130_fd_sc_hd__o211ai_1: 62
sky130_fd_sc_hd__nor2_1: 2
sky130_fd_sc_hd__buf_4: 12
-- critical path, cell delays in order --
cell,delay (ps)
sky130_fd_sc_hd__clkdlybuf4s50_1,490
sky130_fd_sc_hd__nor4_2,360
sky130_fd_sc_hd__and4b_2,650
sky130_fd_sc_hd__buf_4,370
sky130_fd_sc_hd__nand3_1,110
sky130_fd_sc_hd__o21ai_0,120
-- per-stage QoR --
stage,total power (uW),std cells
floorplan,958,606
global placement,1010,804
detailed placement,1010,804
CTS,1760,820
global route,1820,820
finish,1750,820
-- power by group through the flow --
stage	combinational (uW)	sequential (uW)	clock, uW
CTS	89.3	903	770
global route	97.0	904	814
finish	88.5	904	755
-- cell usage after synthesis, drive strengths merged (8+ instances only) --
master,n
nand3,64
clkbuf,39
buf,17
o21ai,65
dfxtp,101
o211ai,62
nor4,8
dlxtp,32
and2,32
mux2i,33
nand2,127
-- worst paths after layout --
kind,depth (start not counted),from,end
worst max-delay path,6,avalon_slave_address[5],sig_inp[17]$_SDFFE_PN0P_
worst min-delay path,2,command_word[0]$_SDFFE_PN0P_,command_word[0]$_SDFFE_PN0P_
worst max register to register,5,command_start$_SDFF_PN0_,sig_outp[31]$_SDFFE_PN0P_
worst min register to register,2,command_word[0]$_SDFFE_PN0P_,command_word[0]$_SDFFE_PN0P_
-- sequential cells by signal (all words and copies together), names as in the netlist --
register	count
sig_inp	32
status_word	1
avalon_slave_readdata	32
sig_outp	32
command_start	1
command_word	32
state_flip_bits_cmd	3
Power figures rest on the tool's default switching activity, not on a simulated workload.
